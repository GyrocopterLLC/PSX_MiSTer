==> design.v <==
module ddram
(
	input         DDRAM_CLK,
	input         DDRAM_BUSY,
	output  [7:0] DDRAM_BURSTCNT,
	output [28:0] DDRAM_ADDR,
	input  [63:0] DDRAM_DOUT,
	input         DDRAM_DOUT_READY,
	output        DDRAM_RD,
	output [63:0] DDRAM_DIN,
	output  [7:0] DDRAM_BE,
	output        DDRAM_WE,
	input  [27:1] ch1_addr,
	output [63:0] ch1_dout,
	input  [15:0] ch1_din,
	input         ch1_req,
	input         ch1_rnw,
	output        ch1_ready,
	input  [27:1] ch2_addr,
	output [31:0] ch2_dout,
	input  [31:0] ch2_din,
	input         ch2_req,
	input         ch2_rnw,
	output        ch2_ready,
	input  [25:1] ch3_addr,
	output [15:0] ch3_dout,
	input  [15:0] ch3_din,
	input         ch3_req,
	input         ch3_rnw,
	output        ch3_ready,
	input  [27:1] ch4_addr,
	output [63:0] ch4_dout,
	input  [63:0] ch4_din,
	input         ch4_req,
	input         ch4_rnw,
	input  [7:0]  ch4_be,
	output        ch4_ready,
	input  [27:1] ch5_addr,
	input  [63:0] ch5_din,
	input         ch5_req,
	output        ch5_ready
);
reg  [7:0] ram_burst;
reg [63:0] ram_q[4:1];
reg [63:0] ram_data;
reg [27:1] ram_address;
reg        ram_read = 0;
reg        ram_write = 0;
reg  [7:0] ram_be;
reg  [5:1] ready;
assign DDRAM_BURSTCNT = ram_burst;
assign DDRAM_BE       = ram_read ? 8'hFF : ram_be;
assign DDRAM_ADDR     = {4'b0011, ram_address[27:3]};  
assign DDRAM_RD       = ram_read;
assign DDRAM_DIN      = ram_data;
assign DDRAM_WE       = ram_write;
assign ch1_dout  = ch1_addr[2] ? {ram_q[1][31:0], ram_q[1][63:32]} : ram_q[1];
assign ch2_dout  = ch2_addr[2] ? ram_q[2][63:32] : ram_q[2][31:0];
assign ch3_dout  = {ram_q[3][39:32], ram_q[3][7:0]};
assign ch4_dout  = ram_q[4];
assign ch1_ready = ready[1];
assign ch2_ready = ready[2];
assign ch3_ready = ready[3];
assign ch4_ready = ready[4];
assign ch5_ready = ready[5];
reg [63:0] next_q[2:1];
reg [27:1] cache_addr[2:1];
reg  [1:0] state  = 0;
reg  [2:1] cached = 0;
reg  [2:0] ch = 0; 
reg  [5:1] ch_rq;
always @(posedge DDRAM_CLK) begin
	ch_rq <= ch_rq | {ch5_req, ch4_req, ch3_req, ch2_req, ch1_req};
	ready <= 0;
	if(!DDRAM_BUSY) begin
		ram_write <= 0;
		ram_read  <= 0;
		case(state)
			0: if(ch_rq[1] || ch1_req) begin
					ch_rq[1]         <= 0;
					ch               <= 1;
					ram_data         <= {4{ch1_din}};
					ram_be           <= 8'h03 << {ch1_addr[2:1],1'b0};
					if(~ch1_rnw) begin
						ram_address   <= ch1_addr;
						ram_write     <= 1;
						ram_burst     <= 1;
						cached[1]     <= 0;
						ready[1]      <= 1;
					end
					else if(cached[1] && cache_addr[1][27:3] == ch1_addr[27:3]) begin
						ready[1]      <= 1;
					end
					else if(cached[1] && (cache_addr[1][27:3]+1'd1) == ch1_addr[27:3]) begin
						ram_q[1]      <= next_q[1];
						cache_addr[1] <= ch1_addr;
						ram_address   <= ch1_addr + 8'd4;
						ram_read      <= 1;
						ram_burst     <= 1;
						cached[1]     <= 1;
						ready[1]      <= 1;
						state         <= 2;
					end
					else begin
						ram_address   <= ch1_addr;
						cache_addr[1] <= ch1_addr;
						ram_read      <= 1;
						ram_burst     <= 2;
						cached[1]     <= 1;
						state         <= 1;
					end
				end
			   else if(ch_rq[2] || ch2_req) begin
					ch_rq[2]         <= 0;
					ch               <= 2;
					ram_data         <= {2{ch2_din}};
					ram_be           <= ch2_addr[2] ? 8'hF0 : 8'h0F;
					if(~ch2_rnw) begin
						ram_address   <= ch2_addr;
						ram_write     <= 1;
						ram_burst     <= 1;
						cached[2]     <= 0;
						ready[2]      <= 1;
					end
					else if(cached[2] && cache_addr[2][27:3] == ch2_addr[27:3]) begin
						ready[2]      <= 1;
					end
					else if(cached[2] && (cache_addr[2][27:3]+1'd1) == ch2_addr[27:3]) begin
						ram_q[2]      <= next_q[2];
						cache_addr[2] <= ch2_addr;
						ram_address   <= ch2_addr + 8'd4;
						ram_read      <= 1;
						ram_burst     <= 1;
						cached[2]     <= 1;
						ready[2]      <= 1;
						state         <= 2;
					end
					else begin
						ram_address   <= ch2_addr;
						cache_addr[2] <= ch2_addr;
						ram_read      <= 1;
						ram_burst     <= 2;
						cached[2]     <= 1;
						state         <= 1;
					end
				end
			   else if(ch_rq[3] || ch3_req) begin
					ch_rq[3]         <= 0;
					ch               <= 3;
					ram_address      <= {ch3_addr, 2'b00};
					ram_data         <= {24'd0, ch3_din[15:8], 24'd0, ch3_din[7:0]};
					ram_be           <= 8'hFF;
					ram_burst        <= 1;
					if(~ch3_rnw) begin
						ram_write     <= 1;
						cached[2]     <= 0;
						ready[3]      <= 1;
					end
					else begin
						ram_read      <= 1;
						state         <= 1;
					end
				end
			   else if(ch_rq[4] || ch4_req) begin
					ch_rq[4]         <= 0;
					ch               <= 4;
					ram_data         <= ch4_din;
					ram_be           <= ch4_be;
					ram_address      <= ch4_addr;
					ram_burst        <= 1;
					if(~ch4_rnw) begin
						ram_write     <= 1;
						ready[4]      <= 1;
					end
					else begin
						ram_read      <= 1;
						state         <= 1;
					end
            end
            else if(ch_rq[5] || ch5_req) begin
					ch_rq[5]         <= 0;
					ch               <= 5;
					ram_data         <= ch5_din;
					ram_be           <= 8'hFF;
               ram_address      <= ch5_addr;
               ram_write        <= 1;
               ram_burst        <= 1;
               ready[5]         <= 1;
				end
			1: if(DDRAM_DOUT_READY) begin
					ram_q[ch]        <= DDRAM_DOUT;
					ready[ch]        <= 1;
					state            <= {ram_burst[1], 1'b0};
				end
			2: if(DDRAM_DOUT_READY) begin
					next_q[ch]       <= DDRAM_DOUT;
					state            <= 0;
				end
		endcase
	end
end
endmodule
==> run.sh <==
#!/bin/bash
# OpenROAD 26Q1-2900-gdf79404cd8, Yosys 0.63+post, stock flow scripts
make -C /OpenROAD-flow-scripts/flow DESIGN_CONFIG=/design/flow/config.mk WORK_HOME=/design/flow/orfs finish
==> config.mk <==
export PLATFORM = sky130hd
export DESIGN_NAME = ddram
export DESIGN_NICKNAME = ddram
export VERILOG_FILES = /design/flow/design.v
export SDC_FILE = /design/flow/constraint.sdc
export NUM_CORES = 4
export LEC_CHECK = 1
export CORE_AREA = 10 10 377 377
export DIE_AREA = 0 0 387 387
==> constraint.sdc <==
current_design ddram

set clk_period 24.9
set clk_io_pct 0.2

create_clock -name clk0 -period $clk_period [get_ports {DDRAM_CLK}]

set non_clock_inputs [all_inputs -no_clocks]
set_input_delay [expr $clk_period * $clk_io_pct] -clock clk0 $non_clock_inputs
set_output_delay [expr $clk_period * $clk_io_pct] -clock clk0 [all_outputs]
==> job_summary.md <==
## Synthesis and layout report

| Metric | Value |
|---|---|
| Mux cell area share after synthesis | around 6.7% |
| Number of core rows | approximately 130 |
| Wirelength, routed | about 110000 um |
| Area fraction in full adders, half adders and majority gates | 0.829% |
| Overall chip area | ~150000 um2 |
| Leading cell types in the layout, fill and taps excluded | 683 x clkdlybuf4s50_1, 494 x edfxtp_1, 270 x nand2_1 |
| Crit path max fanout | 37 |
| Ports | about 700 |
| Number of cells on the worst hold path | 2 |
| Vias in the first global route | approximately 20000 |
| Initial antenna violation count | 40 |
| Post-synth EDFFs | a little under 500 |
| Remaining global-route overflow | 0 |
| Dominant combinational family | simple AND/OR/NAND/NOR gates |
| RD Place Congestion | 0.925 |
| Highest metal layer with signal wires | met5 |
| Pwr/cell area | roughly 59 nW/um2 |
| Count of port buffers added during placement | 685 |
| CTS Buf Count | slightly above 60 |
| Critical setup path kind | input port to output pin |
| Smallest setup slack after layout | between 10 and 15 ns |
| Sink Count | 504 |
| Maximum operating frequency | between 0.08 and 0.09 GHz |
| Number of setup buffers added after CTS | 0 |
| Cell type with the largest total area | edfxtp_1 |
| Setup repair after global routing missed its margin | false |
| Startpoint kind of the worst setup timing path | input port |
| Post-synthesis async set-or-reset flop share | 0% |
| Fin Clk Skew | about 0.014 ns |
| Maximum number of pins on one net before global-route repair | roughly 90 |
| Netlist area before placement | ~24000 um2 |
| Worst endpoint data arrival time | roughly 7 ns |
| Portion of the clock cycle consumed by the worst path in the final layout | a little under half |
| Worst-path clk slew | around 0.06 ns |
| Horizontal die dimension | around 390 um |
| Max rail drop VDD | a little over 0.07 mV |
| Sequential area share after synthesis | 62.3% |
| Tally of yosys warning messages | 2 |
| Share of layout cells above drive strength 1 | between 10% and 20% |
| Crit path required time | roughly 20 ns |
| Xor-xnor portion of the synthesized cell area | approximately 3.8% |
| Number of distinct library cell variants in the gate-level netlist after synthesis | 81 |
| Cell chosen for the clock root | clkbuf_16 |
| Yosys Chip Area | ~24000 um2 |
| First drt pass iteration count | 5 |
| Result of the run | completed |
| Largest cells by area after synthesis | edfxtp_1 61%, mux2_2 4.5%, nand2_1 4.2%, mux2i_1 2.2%, nor2_1 2.1% |
| Synthesized-area fraction occupied by and/or/nand/nor cells | approximately 14% |
| Hold_ws | approximately 0.56 ns |
| Met1 routed wirelength after detailed routing | 42300 um |
| Die H | around 390 um |
| Critical path endpoint category | output pin |
| Final Max Tran Viols | 0 |
| Wire length of the first global-routing pass | between 150000 and 200000 um |
| Post-CTS resize count | 0 |
| Worst-case headroom to the max-slew limit | about 37% |
| Floorplan-stage core utilization | 18.1% |
| H-tree Lvls | 2 |
| Number of warning messages in the logs | 36 |
| Post-layout power | between 2 and 2.5 mW |
| Worst slew pin tran | around 0.94 ns |
| Met2 WL | around 50000 um |
| Number of max-capacitance violations reported | 0 |
| WL per Instance | 25.0 um |
| Drt initial violations | 1232 |
| GRT Util Overall | 14.8% |
| Main flop type after synthesis | edfxtp_1 |
| Mean Syn Cell Area | 12.3 um2 |
| Post-cts hold buffer count | 0 |
| Compound-Gate Fraction of Synth Area | under 10% |
| Skew-Pair Late Insertion Delay | ~0.65 ns |
| Clock tree from TritonCTS | yes |
| Tmin final | about 12 ns |
| Top logic cell by instance count in the layout | clkdlybuf4s50_1 |
| Post-detailed-placement half-perimeter wirelength | around 86000 um |
| Vias | ~19000 |
| Maximum root-to-sink buffer count | 3 |
| Number of cells on the worst reg-to-reg path | 11 |
| Vias/cell | 4.32 |
| Post-synthesis sequential element count | between 500 and 600 |
| Static leakage | 11.3 nW |
| # Cells Yosys | 1971 |
| Residual DRC count | 0 |
| Mapped Cells | 1971 |
| Final setup viols | 0 |
| Number of nets still failing antenna checks after routing | 0 |
| Pre-CTS WS | 12.83 ns |
| Type of the most critical hold path | flop to flop |
| Final Hold Fails | 0 |
| Core box area | 134000 um2 |
| Area grow syn2layout | 45.2% |
| Routed met3 length | about 17000 um |
| Portion of synthesized cell area occupied by the leading cell type | between 60 and 70% |
| Final sum of negative setup slack | 0 ns |
worst paths after layout:
| path | startpoint | to | slack, ns |
|---|---|---|---|
| hold / removal | ch_rq[5] | ch_rq[5] | 0.56 |
| hold reg to reg | ch_rq[5] | ch_rq[5] | 0.56 |
| setup / recovery | ch1_addr[2] | ch1_dout[30] | 12.96 |
| setup reg to reg | cache_addr[2][3] | ram_q[1][1] | 19.18 |
critical path: stages:
cell	delay, ns
buf_4	0.38
buf_4	0.59
mux2_2	0.41
clkdlybuf4s50_1	0.58
final cells by class:
type / instances / area, um2
Fill cell: 13798 / 98500
Sequential cell: 504 / 15000
Multi-Input combinational cell: 1325 / 8610
Timing Repair Buffer: 720 / 7120
Tap cell: 1768 / 2210
Clock buffer: 74 / 1580
Clock inverter: 37 / 419
Inverter: 18 / 67.6
Antenna cell: 15 / 37.5
cell families (layout without fill, tap and decap cells):
family                   Yosys count  in the layout
buffers and inverters            150            849
AND/OR/NAND/NOR                  686            686
XOR/XNOR                         105            105
adder cells (fa/ha/maj)           16             16
multiplexers                     150            150
flip-flops                       504            504
AND-OR/OR-AND                    358            358
other                              2             25
stage by stage:
| stage | util (%) | std cells | cell area (um2) |
|---|---|---|---|
| final | 26.3 | 4461 | 35100 |
| after CTS | 26.2 | 4446 | 35000 |
| after global routing | 26.2 | 4452 | 35100 |
| after floorplan | - | 1979 | 24200 |
| after global placement | 24.7 | 4335 | 33000 |
| after detailed placement | 24.7 | 4335 | 33000 |
Yosys cell counts, drive strengths merged, types with 5 or more instances:
cell,instances
a211oi,22
a21o,5
a21oi,69
a221oi,13
a22oi,24
a311o,16
a31o,8
a31oi,72
and2,14
and3,31
and4,17
buf,41
clkbuf,90
dfxtp,10
edfxtp,494
ha,16
inv,18
mux2,97
mux2i,53
nand2,271
nand3,56
nand3b,11
nand4,46
nor2,138
nor2b,5
nor3,27
nor3b,5
nor4,20
nor4b,9
o211ai,7
o21ai,70
o221ai,6
o22ai,9
or2,15
or3,5
or4,8
xnor2,55
xor2,50
layer usage:
| layer | vias up | track usage [%] |
|---|---|---|
| met5 | - | 0 |
| met4 | 48 | 2.81 |
| met3 | 161 | 9.21 |
| li1 | 8843 | - |
| met1 | 9310 | 18.1 |
| met2 | 901 | 22.5 |
power breakdown:
group / total [mW] / internal [mW] / switching (mW) / leakage (nW)
Sequential: 0.957 / 0.950 / 0.00668 / 4.55
Combinational: 0.213 / 0.112 / 0.101 / 5.77
Clock: 0.907 / 0.532 / 0.375 / 0.974
Total: 2.08 / 1.59 / 0.483 / 11.3
registers in the layout, indices dropped and copies added (netlist names):
signal,cells
cache_addr,50
cached,2
ch,3
ch_rq,5
next_q,128
ram_address,25
ram_be,8
ram_burst,2
ram_data,64
ram_q,208
ram_read,1
ram_write,1
ready,5
state,2
Power and IR drop assume default switching activity.
